### flow/config.mk
export PLATFORM = sky130hd
export DESIGN_NAME = moore_golden
export DESIGN_NICKNAME = moore_golden
export VERILOG_FILES = /design/flow/design.v
export SDC_FILE = /design/flow/constraint.sdc
export NUM_CORES = 4
export LEC_CHECK = 1
export CORE_AREA = 10 10 70 70
export DIE_AREA = 0 0 80 80
### flow/constraint.sdc
current_design moore_golden

set clk_period 1.4
set clk_io_pct 0.2

create_clock -name clk0 -period $clk_period [get_ports {clk}]

set non_clock_inputs [all_inputs -no_clocks]
set_input_delay [expr $clk_period * $clk_io_pct] -clock clk0 $non_clock_inputs
set_output_delay [expr $clk_period * $clk_io_pct] -clock clk0 [all_outputs]
### flow/design.v
module moore_golden(out,state,in,clk,clear);
  input	[2:0]	in;
  input clk;
  input clear;
  output out;
  output reg [2:0] 	state;
  reg [2:0] 	next_state;
  parameter s0=3'b000;
  parameter s1=3'b001;
  parameter s2=3'b010;
  parameter s3=3'b011;
  parameter s4=3'b100;
always @(state or in) begin
  case (state)
    s0:
      if (in==3'd0)
		next_state = s1;
      else
		next_state = s0;
    s1:
      if (in==3'd7)
		next_state = s2;
      else if (in==3'd0)
		next_state = s1;
		  else
		next_state = s0;
    s2:
      if (in==3'd0)
		next_state = s3;
      else
		next_state = s0;
    s3:
      if (in == 3'd3)
		next_state = s4;
      else if (in==3'd0)
    next_state = s1;
      else if (in==3'd7)
    next_state = s2;
      else
		next_state = s0;
		s4:
		  if (in==3'd0)
		next_state = s1;
		  else 
		next_state = s0;
    default:
      next_state = s0;
  endcase  
  end
always @(posedge clk) begin
  if (clear == 0)
    state <= s0;
  else
    state <= next_state;
  end
assign out = (state == s4) ? 1: 0;
endmodule
### flow/run.sh
#!/bin/bash
# OpenROAD 26Q1-2900-gdf79404cd8, Yosys 0.63+post, stock flow scripts
make -C /OpenROAD-flow-scripts/flow DESIGN_CONFIG=/design/flow/config.mk WORK_HOME=/design/flow/orfs finish
==> results.txt <==
run metrics: Mean Syn Cell Area 10.20 um2, crit path DAT 1.06 ns, clk sinks 3, sw frac 18.79%, max reg flops 3, Leakage 0.09658 nW, Global Route met3 Usage 2.841%, die height 80 um, final setup skew 0.0009076 ns, post-route ant nets 0, Clock Path Buffers 2, First DRT Iteration DRCs 1, grt total ovfl 0, final-report hold violation count 0, switching power 0.04813 mW, crit path time final 1.340 ns, DP Cell Count 67, Slew HR 89.70%, Rows 21, Slew Limit Fails 0, Seq/Total Area, Yosys 45.28%, hold buffers post-CTS 0, Post-CTS Resized 4, Area Overhead vs Synth 131.1%, setup TNS 0 ns, Root Driver clkbuf_4, Syn Std Cell Area 132.6 um2, gr busiest metal met3, FP Util 3.883%, CTS Buf Count 3, number of port buffers 8, Setup crit end kind output pin, First-pass DRT Iterations 2, Cell Pwr Density 835.4 mW/mm2, drt total wl 484 um, CP max stage cell clkdlybuf4s50_1, # IOs 9, Comb pwr share 8.3%, vias 154, non-filler cells in the finished layout 72, worst-path fanout max 5, Registers, synthesis 3, clk slew on worst S/H paths 0.03 ns, placer congestion estimate 0.7216, Max VDD drop 136.6 uV, Clock Power Share 57.3%, Cell Chain, Critical Path clkdlybuf4s50_1, GRT Overall Usage 1.596%, biggest regs state (3), Tcrit/Tclk final 95.73%, share of cells above drive strength 1 32.00%, sequential share of power 34.5%, CP top delay family buffers and inverters, Core Footprint 0.003416 mm2, Die Area 0.006400 mm2, H-Tree Level Count 1, Skew-Pair Late Insertion Delay 0.23 ns, CP peak stage delay 0.48 ns, met1 Track Usage GR 1.459%, max cap viols 0, number of setup buffers added after CTS 0, Die Wd 80 um, drt drc 0, first-pass GRT wire length 724 um, cell internal pwr 0.2080 mW, unrepaired setup endpoints after global routing no, yosys cell count 13, Max Clock Freq 0.7462 GHz, met2 Usage GRT 1.685%, number of global-route vias before repair 155, Cell Type Count 10, drt via density 2.139, Final setup viols 0, HP Class reg -> reg, status finished, final reports clean, Cells after Synth 13, Log Warnings 25, sum of buffers and inverters on the critical path 1, largest net degree at the start of global routing 6, Slew @ Worst Pin 0.1529 ns, yosys warns 1, Fillers 411, Yosys Chip Area 132.6 um2, WL/cell 6.722 um, Critical Path Source Type flop, Biggest register state, critical path class reg -> out, initial antenna violation count 1, crit path DRT 1.12 ns, CTS tree built
-- metal layers --
metal  wire length (um)  part of all wire, %
met5                  0                    0
met4                  0                    0
met3                120                   25
met2                182                   38
met1                182                   38
-- cell usage in the layout, fill, tap and decap left out, types with 2 or more instances in the layout --
cell type        count
clkdlybuf4s50_1      7
clkbuf_4             3
dfxtp_2              3
nor2_1               2
-- kinds of logic (layout without fill, tap and decap cells) --
logic type             after synthesis  after routing  synth area share, %
other                                0              1                    0
flip-flops                           3              3                45.28
AND-OR/OR-AND                        2              2                13.20
AND/OR/NAND/NOR                      8              8                41.51
buffers and inverters                0             12                    0
-- path summary, 6_finish.rpt --
kind	slack, ns	cells after the start	start	end
setup / recovery	0.06	1	state[0]	state[0]
hold / removal	0.54	2	state[0]	state[2]
setup reg to reg	0.58	2	state[0]	state[1]
hold reg to reg	0.54	2	state[0]	state[2]
-- area by class of cell --
cell class	instances	area [um2]	area share (%)
multi-input combinational	10	77.57	25.31
clock buffer	4	26.28	8.571
sequential	3	63.81	20.82
timing repair buffer	8	78.83	25.71
antenna	1	2.502	0.8163
tap	46	57.56	18.78
-- synth_stat cells (all sizes together) --
| library cell | n | share of area (%) |
|---|---|---|
| dfxtp | 3 | 45 |
| nor2 | 2 | 5.7 |
| and4b | 1 | 7.5 |
| nand3 | 1 | 3.8 |
| nand3b | 1 | 5.7 |
| nand4bb | 1 | 8.5 |
| nor3b | 1 | 5.7 |
| o21ai | 1 | 3.8 |
| o22ai | 1 | 9.4 |
| or3 | 1 | 4.7 |
-- power groups by stage --
stage	logic (mW)	registers [mW]	clock network, mW
after CTS	0.0211	0.0881	0.155
after global routing	0.0229	0.0882	0.164
final	0.0211	0.0882	0.147
-- per-stage QoR --
stage	util [%]	hold slack [ns]	setup WS, ns	cell area [um2]	power, mW
floorplan	-	0.4561	0.6028	132.6	0.09357
global placement	7.912	0.5427	0.08621	270.3	0.1096
detailed placement	7.912	0.5571	0.06923	270.3	0.1100
CTS	8.864	0.5431	0.006875	302.8	0.2644
global route	8.974	0.5666	0.005179	306.5	0.2754
finish	8.974	0.5432	0.05980	306.5	0.2561
No activity file was given, so power comes from the tool's default toggle rates.
